File: design/flow/config.mk
export PLATFORM = sky130hd
export DESIGN_NAME = round_robin_arbiter_base
export DESIGN_NICKNAME = round_robin_arbiter_base
export VERILOG_FILES = /design/flow/design.v
export SDC_FILE = /design/flow/constraint.sdc
export NUM_CORES = 4
export LEC_CHECK = 1
export CORE_AREA = 10 10 88 88
export DIE_AREA = 0 0 98 98
File: design/flow/run.sh
#!/bin/bash
# OpenROAD 26Q1-2900-gdf79404cd8, Yosys 0.63+post, stock flow scripts
make -C /OpenROAD-flow-scripts/flow DESIGN_CONFIG=/design/flow/config.mk WORK_HOME=/design/flow/orfs finish
File: design/flow/design.v
module round_robin_arbiter_base #(
    parameter REQ_NUM = 8
) (
    input                  clk,
    input                  rstn,
    input  [REQ_NUM-1 : 0] reqs,
    output [REQ_NUM-1 : 0] grans
);
reg  [REQ_NUM-1 : 0]   priority_base;  
wire [2*REQ_NUM-1 : 0] double_reqs;
wire [2*REQ_NUM-1 : 0] double_reqs_grans;
assign double_reqs = {reqs , reqs};
assign double_reqs_grans = double_reqs & ~(double_reqs - priority_base);
assign grans = double_reqs_grans[2*REQ_NUM-1 : REQ_NUM] | double_reqs_grans[REQ_NUM-1 : 0];
always @(posedge clk or negedge rstn) begin
    if (!rstn) begin
        priority_base <= 'b1;
    end
    else if (|reqs) begin
        priority_base <= {grans[REQ_NUM-2 : 0] , grans[REQ_NUM-1]};  
    end
end
endmodule
File: design/flow/constraint.sdc
current_design round_robin_arbiter_base

set clk_period 8.3
set clk_io_pct 0.2

create_clock -name clk0 -period $clk_period [get_ports {clk}]

set non_clock_inputs [all_inputs -no_clocks]
set_input_delay [expr $clk_period * $clk_io_pct] -clock clk0 $non_clock_inputs
set_output_delay [expr $clk_period * $clk_io_pct] -clock clk0 [all_outputs]
==> results_dict.tcl <==
# collected from the flow reports
set metrics [dict create \
    boundaryPins 18 \
    fmax_mhz 171 \
    dieArea_um2 9600 \
    fillCellCount 637 \
    status "finished clean" \
    grt_max_degree 9 \
    ys.flops 8 \
    rrSetupSlack_ns 6.14 \
    clockBufferDepth 2 \
    critPathKind "primary input to output port" \
    vias 706 \
    top_cells_by_area "dfrtp_1, ha_1, a21o_1" \
    core-area_um2 5920 \
    grt.overflow.total 0 \
    tightest_slew_ns 0.871 \
    p_leak_nw 0.462 \
    crit-reg2reg-capture "priority_base[3]$_DFFE_PN0P_" \
    synth.distinct_cells 31 \
    startpoint "reqs[1]" \
    synth-seq-area-share 0.264 \
    dp_slack_ns 2.43 \
    fp_util 0.129 \
    endpoint_kind "output port" \
    syn2layout_area_growth_pct 40.5 \
    final_cells 187 \
    cts_resized 0 \
    crit_family "simple AND/OR/NAND/NOR gates" \
    initialDrtViolationCount 24 \
    slew_viol_final 0 \
    synth_area_per_cell_um2 8.39 \
    viasPerCell 3.78 \
    root_buffer "clkbuf_8" \
    rsz0062_at_grt "no" \
    cts.sinks 8 \
    timing.rr.start "priority_base[0]$_DFFE_PN1P_" \
    start_kind "primary input" \
    crit_path_end "grans[7]" \
    path_cells "clkdlybuf4s50_1 > or3_4 > or4_4 > or3_1 > o21ai_0 > o2111a_2 > clkdlybuf4s50_1" \
    slew_headroom 0.415 \
    drc 0 \
    ys_cells 91 \
    largest-register "priority_base" \
    htreeDepth 1 \
    crit_fanout 5 \
    grt_pass1_wl_um 3580 \
    setup_tns_ns 0 \
    dp_cells 183 \
    port_buffers 17 \
    cts_tree "done" \
    cts_inserted_buffers 3 \
    yosysTopAreaCell "dfrtp_1" \
    slowest_stage "clkdlybuf4s50_1" \
    netlist_instances 91 \
    tool_warnings 25 \
    antenna_found_initial 0 \
    yosysTopAreaCellShare 0.230 \
    post-route-min-period_ns 5.86 \
    drive_above_1_share 0.0714 \
    path_clk_slew_ns 0.04 \
    finalHoldViolCount 0 \
    layout_setup_ws_ns 2.44 \
    track_usage 0.0443 \
    first_pass_iters 2 \
    grt_pass1_vias 783 \
    required_ns 6.64 \
    cp.depth 7 \
    r2r_cells 8 \
    arrival_ns 4.20 \
    vdd_drop_max_mv 0.0469 \
    setup_viol 0 \
    critPathBufInv 2 \
    num_antenna_cells 0 \
    die_h_um 98 \
    clock_skew_ns 0.00442 \
    wl_per_cell_um 11.2 \
    top_regs "priority_base (8)" \
    hp-class "register to register" \
    post-dp-hpwl_um 1830 \
    syn_area_um2 763 \
    maxCapViolCount 0 \
    hp-start "priority_base[6]$_DFFE_PN0P_" \
    place_congestion 0.914 \
    wirelength_um 2090 \
    cts-hold-fix-buffers 0 \
    yosys_area_um2 763 \
    largest_reg_flops 8 \
    path_common_cell "clkdlybuf4s50_1" \
    cpPeakStageDelay_ns 0.49 \
    powerDensity_nw_per_um2 307 \
    ys_warn_count 1 \
    clkLatencyLatePin_ns 0.22 \
    rows 28 \
    ant_nets 0 \
    fp.dieW_um 98 \
    post_cts_buffers 0 \
    fin_crit_sh 0.707 \
]
-- how the worst min path moves through the flow --
stage / to / cells after the start
CTS: priority_base[6]$_DFFE_PN0P_ / 1
global route: priority_base[4]$_DFFE_PN0P_ / 1
finish: priority_base[6]$_DFFE_PN0P_ / 1
-- cells in the mapped netlist (all sizes together) --
master and number:
inv 11, a21oi 8, nand2 8, a21o 7, dfrtp 7, ha 7, o21ai 5, nor2 4
nand3 3, nor3b 3, xor2 3, a32o 2, nand2b 2, nor2b 2, nor3 2, o21a 2
or3 2, a22o 1, a2bb2oi 1, dfstp 1, fa 1, mux2 1, nand3b 1, nand4b 1
nor4 1, o2111a 1, o221ai 1, o22ai 1, o31a 1, or4 1
-- per-stage QoR --
stage	hold WS [ns]	utilization	total power [mW]	cell area, um^2
2_1_floorplan	0.449	-	0.203	763
3_3_place_gp	0.459	0.174	0.285	1030
3_5_place_dp	0.466	0.174	0.286	1030
4_1_cts	0.475	0.181	0.336	1070
5_1_grt	0.487	0.181	0.367	1070
6_report	0.470	0.181	0.330	1070
-- cells in the final DEF (no fill, tap or decap), drive strengths merged --
| cell | n |
|---|---|
| a21o | 7 |
| a21oi | 8 |
| a22o | 1 |
| a2bb2oi | 1 |
| a32o | 2 |
| clkbuf | 4 |
| clkdlybuf4s50 | 17 |
| dfrtp | 7 |
| dfstp | 1 |
| fa | 1 |
| ha | 7 |
| inv | 11 |
| mux2 | 1 |
| nand2 | 8 |
| nand2b | 2 |
| nand3 | 3 |
| nand3b | 1 |
| nand4b | 1 |
| nor2 | 4 |
| nor2b | 2 |
| nor3 | 2 |
| nor3b | 3 |
| nor4 | 1 |
| o2111a | 1 |
| o21a | 2 |
| o21ai | 5 |
| o221ai | 1 |
| o22ai | 1 |
| o31a | 1 |
| or3 | 2 |
| or4 | 1 |
| xor2 | 3 |
-- area by class of cell --
cell class	count	area, um^2	area share
Clock buffer	4	45.0	0.0420
Tap cell	75	93.8	0.0875
Sequential cell	8	201	0.188
Multi-Input combinational cell	72	520	0.485
Timing Repair Buffer	17	170	0.159
Inverter	11	41.3	0.0385
-- metal layers --
layer,wire [um],vias to the layer above,track usage
met5,0,-,0
met4,16,0,0.00783
met3,71,2,0.0107
met2,1140,5,0.0883
met1,858,326,0.0452
li1,-,373,-
-- cells by family (layout without fill, tap and decap cells) --
group,count (synthesis),after routing,share of synthesized area
adder cells (fa/ha/maj),8,8,0.141
buffers and inverters,11,32,0.0541
multiplexers,1,1,0.0148
AND-OR/OR-AND,30,30,0.270
AND/OR/NAND/NOR,30,30,0.221
flip-flops,8,8,0.264
XOR/XNOR,3,3,0.0344
-- report_power, final --
part | switching [mW] | internal, mW
Combinational | 0.102 | 0.111
Clock | 0.0138 | 0.0331
Sequential | 0.0111 | 0.0590
Power is estimated from default activity; no workload was simulated.
