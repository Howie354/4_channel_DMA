**config.mk**
```make
export PLATFORM = sky130hd
export DESIGN_NAME = syn_fifo
export DESIGN_NICKNAME = syn_fifo
export VERILOG_FILES = /design/flow/design.v
export SDC_FILE = /design/flow/constraint.sdc
export NUM_CORES = 4
export LEC_CHECK = 1
export CORE_UTILIZATION = 40
```
**design.v**
```verilog
module syn_fifo #(
    parameter DATA_WD = 8,
    parameter DEPTH   = 16
) (
    input                    clk_i,
    input                    rstn_i,
    input                    wr_valid_i,
    input [DATA_WD - 1 : 0]  wr_data_i,
    output                   wr_ready_o,
    output                   rd_valid_o,
    output [DATA_WD - 1 : 0] rd_data_o,
    input                    rd_ready_i
);
    localparam ADDR_WD = $clog2(DEPTH) + 1;
    wire fire_in  = wr_valid_i && wr_ready_o;
    wire fire_out = rd_valid_o && rd_ready_i;
    wire full     = (wptr[ADDR_WD - 1] ^ rptr[ADDR_WD - 1]) && (wptr[ADDR_WD - 2 : 0] == rptr[ADDR_WD - 2 : 0]);
    wire empty    = wptr == rptr;
    reg [ADDR_WD - 1 : 0] wptr;
    reg [ADDR_WD - 1 : 0] rptr;
    always @(posedge clk_i or negedge rstn_i) begin
        if(!rstn_i) begin
            wptr <= 'b0;
        end
        else if(fire_in) begin
            wptr <= wptr + 1'b1;
        end
    end
    always @(posedge clk_i or negedge rstn_i) begin
        if(!rstn_i) begin
            rptr <= 'b0;
        end
        else if(fire_out) begin
            rptr <= rptr + 1'b1;
        end
    end
    reg [DATA_WD - 1 : 0] mem [DEPTH - 1 : 0];    
    always @(posedge clk_i or negedge rstn_i) begin
        if(!rstn_i) begin
        end
        else if(fire_in) begin
            mem[wptr[ADDR_WD - 2 : 0]] <= wr_data_i;
        end
    end
    assign rd_data_o  = mem[rptr[ADDR_WD - 2 : 0]];
    assign wr_ready_o = !full;
    assign rd_valid_o = !empty;
endmodule
```
**run.sh**
```bash
#!/bin/bash
# OpenROAD 26Q1-2900-gdf79404cd8, Yosys 0.63+post, stock flow scripts
make -C /OpenROAD-flow-scripts/flow DESIGN_CONFIG=/design/flow/config.mk WORK_HOME=/design/flow/orfs finish
```
**constraint.sdc**
```tcl
current_design syn_fifo

set clk_period 4.5
set clk_io_pct 0.2

create_clock -name clk0 -period $clk_period [get_ports {clk_i}]

set non_clock_inputs [all_inputs -no_clocks]
set_input_delay [expr $clk_period * $clk_io_pct] -clock clk0 $non_clock_inputs
set_output_delay [expr $clk_period * $clk_io_pct] -clock clk0 [all_outputs]
```
==> results.ini <==
[synthesis]
postSynthCellCount=359
yosysSeqAreaShare_pct=72.6
synth_flop_count=138
ys.warnings.count=2
synth.avg_cell_area_um2=15.7
ys.flop_type=edfxtp_1
edf_count=128
synth_cell_types=51
yosysCellCount=359
ys_chip_area_um2=5640
syn_area_um2=5640
async_flop_share_pct=7.25

[critical_path]
crit_path_max_incr_delay_ns=0.73
r2r-start=rptr[3]
required_ns=3.60
arrival_ns=3.21
crit_fanout=23
rr_worst_depth=5
cp_top_family=simple AND/OR/NAND/NOR gates
ff2ff_setup_slack_ns=2.12
worstSetupEndpointType=output port
path_class=reg -> out
r2r_end=mem[11][6]
crit_chain=buf_4, nor3b_1, a22oi_1, nand4_1, o32a_1, clkdlybuf4s50_1
critPathBufInv=2
cp-start-kind=flip-flop
crit_path_top_delay_cell=nor3b_1

[sta]
setup-violations-final=0
rsz0062_at_grt=no
fin_ws_ns=0.392
fmax_mhz=243
fin_setup_tns_ns=0
slew_viol_final=0
post-route-period-util_pct=91.3
final-hold-violation-count=0
relSlewSlack_pct=39.5
tightest_slew_ns=0.905
min_period_ns=4.11
fin_skew_ns=0.0127

[grt]
grt_pass1_vias=3327
grt_overflow=0
antenna_found_initial=0
track_usage_pct=20.0
grt_max_degree=24
grt_pass1_wl_mm=19.5

[clock_network]
postCtsHoldBufs=0
cts_sinks=138
cts_tree=done
cts_made_buffers=17
cts_setup_buffers=0
cts_root_buf=clkbuf_16
clkTransAtPathRegs_ns=0.06
clkLatencyLatePin_ns=0.42
cts-resized-gates=0
clockBufferDepth=2
cts_max_level=4

[final_layout]
area_growth_pct=19.2
postLayoutCoreUtil_pct=48.6
layout_top_cells=edfxtp_1 (128), a22oi_1 (24), buf_4 (22), clkdlybuf4s50_1 (21), nand2_1 (20)
fin_area_um2=6720
final_layout_size_suffix_gt1_share_pct=15.3
final_common_cell=edfxtp_1

[placed_design]
port_buffers=21
pre_cts_ws_ns=0.851
dpl-instance-area_um2=6140
place_hpwl_mm=8.29
gp_congestion=0.874

[power_and_ir_drop]
comb_power_share_pct=31.9
leakagePower_nw=2.21
switching_share_pct=32.6
p_sw_w=0.00143
sequentialPowerShare_pct=37.8
p_int_w=0.00297
power_density_nw_per_um2=655
power_frac_clock_pct=30.4
irDropWorstVdd_v=0.000418

[routing]
drtAntennaViolNets=0
routed_via_density=5.48
vias=3243
wl_per_cell_um=21.3
wirelength_mm=12.6
drt_iter0_drc=273
drc=0
diodes=0
drt-pass1-iter-count=4

[run_status]
status=finished clean

[min_path]
hp-class=reg -> reg
min_to=wptr[4]
min_from=wptr[4]
hold_path_depth=1

[floorplanning]
dieArea_um2=14600
rows=43
ioPinCount=22
fp_util_pct=40.8
fp.dieW_um=121
die-height_um=121
coreArea_um2=13800

[run]
warnings=31
cap_violations=0

[final cells by class]
cell class / count / area (µm²)
Clock buffer: 18 / 429
Clock inverter: 14 / 148
Fill cell: 1126 / 7110
Inverter: 8 / 30.0
Multi-Input combinational cell: 191 / 1420
Sequential cell: 138 / 4090
Tap cell: 180 / 225
Timing Repair Buffer: 43 / 375
[flip-flops by register name, summed over array words and instances (netlist names)]
name / count
wptr: 5
mem: 128
rptr: 5
[cell usage after synthesis, types with 2 or more instances]
cell type  number  area, µm²
a31oi_1         2       12.5
nor4_1          4       25.0
mux2_2          2       22.5
xnor2_1         9       78.8
nand3b_1        2       15.0
a221oi_1        8       70.1
inv_1           7       26.3
o21ai_0        10       50.1
nor3_1         14       70.1
and3_1          2       12.5
nand4_1         7       43.8
a22o_1          3       26.3
clkbuf_1        7       26.3
nor2_1          5       18.8
a21oi_1         6       30.0
a211o_1         6       52.6
dfrtp_1        10        250
nand3_1         3       15.0
a22oi_1        24        180
edfxtp_1      128       3840
buf_2           8       40.0
ha_1            8        100
xor2_1          3       26.3
o32a_1          6       60.1
a32oi_1         7       61.3
o22ai_1         6       37.5
mux2i_1         8       80.1
o211ai_1        3       22.5
nor2b_1         3       18.8
a2bb2oi_1       2       17.5
nand2_1        20       75.1
buf_4           6       45.0
nand2b_1        2       12.5
[power groups by stage]
| stage | sequential, W | combinational [W] | clock [W] |
|---|---|---|---|
| after CTS | 0.00166 | 0.00141 | 0.00136 |
| after global routing | 0.00168 | 0.00153 | 0.00141 |
| final | 0.00166 | 0.00140 | 0.00134 |
[metrics by stage]
step,instances,hold WS [ns],power [W]
after floorplan,359,0.493,0.00253
after global placement,560,0.509,0.00307
after detailed placement,560,0.516,0.00308
after CTS,592,0.523,0.00442
after global routing,592,0.540,0.00461
final,592,0.516,0.00440
[worst max-delay path by stage]
stage / to / cells after the start / startpoint
CTS: rd_data_o[6] / 6 / rptr[3]
global route: rd_data_o[4] / 6 / rptr[3]
finish: rd_data_o[6] / 6 / rptr[3]
[kinds of logic after synthesis]
logic type / Yosys count / share of synthesized area [%]
flops: 138 / 72.6
compound gates: 90 / 12.2
simple gates: 69 / 6.68
buf+inv: 30 / 2.57
xor+xnor: 13 / 2.15
mux: 11 / 2.02
fa+ha+maj: 8 / 1.78
[layer usage]
| layer | wire, µm | track usage (%) | vias to the layer above | share of wire (%) |
|---|---|---|---|---|
| met3 | 1190 | 11.6 | 8 | 9.4 |
| met5 | 0 | 0 | - | 0 |
| met1 | 5510 | 30.6 | 1581 | 44 |
| li1 | - | - | 1532 | - |
| met2 | 5800 | 27.2 | 122 | 46 |
| met4 | 142 | 3.70 | 0 | 1.1 |
No activity file was given, so power comes from the tool's default toggle rates.
